`design/flow/config.mk`:
```
export PLATFORM = sky130hd
export DESIGN_NAME = fpga_storm_iv_demo
export DESIGN_NICKNAME = fpga_storm_iv_demo
export VERILOG_FILES = /design/flow/design.v
export SDC_FILE = /design/flow/constraint.sdc
export NUM_CORES = 4
export LEC_CHECK = 1
export CORE_UTILIZATION = 40
```
`design/flow/constraint.sdc`:
```
current_design fpga_storm_iv_demo

set clk_period 6.0
set clk_io_pct 0.2

create_clock -name clk0 -period $clk_period [get_ports {clk}]

set non_clock_inputs [all_inputs -no_clocks]
set_input_delay [expr $clk_period * $clk_io_pct] -clock clk0 $non_clock_inputs
set_output_delay [expr $clk_period * $clk_io_pct] -clock clk0 [all_outputs]
```
`design/flow/design.v`:
```
module fpga_storm_iv_demo(
    input wire clk,            
    input wire rst_n,          
    input wire [3:0] keys,     
    input wire [3:0] dips,     
    output reg [7:0] leds,     
    output reg [3:0] seg_sel,  
    output reg [7:0] seg_data, 
    output reg beep            
);
    parameter ZERO=8'b11000000; parameter ONE=8'b11111001; parameter TWO=8'b10100100;
    parameter THREE=8'b10110000; parameter FOUR=8'b10011001; parameter FIVE=8'b10010010;
    parameter SIX=8'b10000010; parameter SEVEN=8'b11111000; parameter EIGHT=8'b10000000;
    parameter NINE=8'b10010000; parameter OFF=8'b11111111;
    reg [3:0] digit0 = 0;  
    reg [3:0] digit1 = 0;  
    reg [3:0] digit2 = 0;  
    reg [3:0] digit3 = 0;  
    reg [25:0] one_sec_timer = 0;
    reg [3:0] last_keys = 4'b1111;
    reg [19:0] debounce_timer = 0;
    initial leds = 8'b00001111; 
    reg request_beep = 0; 
    always @(posedge clk) begin
        request_beep <= 0;
        if (!rst_n) begin
            digit0 <= 0; digit1 <= 0; digit2 <= 0; digit3 <= 0;
            one_sec_timer <= 0;
        end 
        else if (one_sec_timer == 49_999_999) begin
            one_sec_timer <= 0;
            if (dips == 4'b1111) begin
                if (digit0 == 9) begin
                    digit0 <= 0;
                    if (digit1 == 9) begin
                        digit1 <= 0;
                        if (digit2 == 9) begin
                            digit2 <= 0;
                            if (digit3 == 9) digit3 <= 0;
                            else digit3 <= digit3 + 1;
                        end else digit2 <= digit2 + 1;
                    end else digit1 <= digit1 + 1;
                end else digit0 <= digit0 + 1;
            end
            else begin
                if (!dips[0]) digit0 <= (digit0 == 9) ? 0 : digit0 + 1;
                if (!dips[1]) digit1 <= (digit1 == 9) ? 0 : digit1 + 1;
                if (!dips[2]) digit2 <= (digit2 == 9) ? 0 : digit2 + 1;
                if (!dips[3]) digit3 <= (digit3 == 9) ? 0 : digit3 + 1;
            end
        end else begin
            one_sec_timer <= one_sec_timer + 1;
        end
        if (debounce_timer > 0) begin
            debounce_timer <= debounce_timer - 1;
            last_keys <= keys;
        end else begin
            if (last_keys != keys) begin
                if ((last_keys[0] && !keys[0]) || (last_keys[1] && !keys[1]) || 
                    (last_keys[2] && !keys[2]) || (last_keys[3] && !keys[3])) 
                begin
                    request_beep <= 1;
                    debounce_timer <= 500000;
                    if (!keys[0]) leds[0] <= ~leds[0];
                    if (!keys[1]) leds[1] <= ~leds[1];
                    if (!keys[2]) leds[2] <= ~leds[2];
                    if (!keys[3]) leds[3] <= ~leds[3];
                end
            end
            last_keys <= keys;
        end
    end
    reg [2:0] beep_state = 0; 
    reg [24:0] beep_timer = 0;
    reg [15:0] tone_counter = 0;
    always @(posedge clk) begin
        case (beep_state)
            0: begin  
                beep <= 0;
                beep_timer <= 0;
                if (request_beep) beep_state <= 1;
            end
            1: begin  
                beep_timer <= beep_timer + 1;
                tone_counter <= tone_counter + 1;
                if (tone_counter > 12500) begin  
                    tone_counter <= 0;
                    beep <= ~beep;
                end
                if (beep_timer > 5_000_000) begin  
                    beep_state <= 0; 
                    beep <= 0;
                end
            end
        endcase
    end
    reg [1:0] scan_idx;
    reg [17:0] scan_timer;
    reg [3:0] digit_to_show;
    always @(posedge clk) begin
        scan_timer <= scan_timer + 1;
        if (scan_timer == 0) scan_idx <= scan_idx + 1;
    end
    always @(*) begin
        case (scan_idx)
            0: digit_to_show = digit0;
            1: digit_to_show = digit1;
            2: digit_to_show = digit2;
            3: digit_to_show = digit3;
        endcase
        case (scan_idx)
            0: seg_sel = 4'b1110; 
            1: seg_sel = 4'b1101; 
            2: seg_sel = 4'b1011; 
            3: seg_sel = 4'b0111; 
        endcase
        case (digit_to_show)
            0: seg_data = ZERO; 1: seg_data = ONE; 2: seg_data = TWO;
            3: seg_data = THREE; 4: seg_data = FOUR; 5: seg_data = FIVE;
            6: seg_data = SIX; 7: seg_data = SEVEN; 8: seg_data = EIGHT;
            9: seg_data = NINE; default: seg_data = OFF;
        endcase
    end
endmodule
```
`design/flow/run.sh`:
```
#!/bin/bash
# OpenROAD 26Q1-2900-gdf79404cd8, Yosys 0.63+post, stock flow scripts
make -C /OpenROAD-flow-scripts/flow DESIGN_CONFIG=/design/flow/config.mk WORK_HOME=/design/flow/orfs finish
```
==> flow_results.xml <==
<?xml version="1.0" encoding="UTF-8"?>
<metrics>
  <group name="run_status">
    <metric name="run_status" unit="">finished clean</metric>
  </group>
  <group name="yosys">
    <metric name="yosys-top-cells-count" unit="">sky130_fd_sc_hd__dfxtp_1, sky130_fd_sc_hd__nor2_1, sky130_fd_sc_hd__nand2_1</metric>
    <metric name="mappedNetlistArea" unit="um2">6650</metric>
    <metric name="edf_count" unit="">44</metric>
    <metric name="syn_area_per_cell" unit="um2">9.48</metric>
    <metric name="async_set_reset_flop_share_out_of_synthesis" unit="">0</metric>
    <metric name="synth-main-ff-cell" unit="">sky130_fd_sc_hd__dfxtp_1</metric>
    <metric name="yosys_warnings" unit="">1</metric>
    <metric name="ys_seq_frac" unit="">0.469</metric>
    <metric name="synthCells" unit="">702</metric>
    <metric name="synth_flop_count" unit="">134</metric>
    <metric name="post-synth-top-area-fraction" unit="">0.271</metric>
    <metric name="synthTopCellsByArea" unit="">sky130_fd_sc_hd__dfxtp_1, sky130_fd_sc_hd__edfxtp_1, sky130_fd_sc_hd__xnor2_1</metric>
    <metric name="synth.distinct_cells" unit="">56</metric>
    <metric name="synth-cells-yosys" unit="">702</metric>
    <metric name="post-synth-top-count-cell" unit="">sky130_fd_sc_hd__dfxtp_1</metric>
    <metric name="synth_top_cell_by_area" unit="">sky130_fd_sc_hd__dfxtp_1</metric>
    <metric name="synth_chip_area" unit="um2">6650</metric>
  </group>
  <group name="die">
    <metric name="die.size.y" unit="um">131</metric>
    <metric name="std_cell_rows" unit="">46</metric>
    <metric name="coreArea" unit="um2">16100</metric>
    <metric name="floorplan.initialDensity" unit="">0.414</metric>
    <metric name="ios" unit="">31</metric>
    <metric name="die_area" unit="um2">17200</metric>
    <metric name="die_x" unit="um">131</metric>
  </group>
  <group name="timing">
    <metric name="period_minus_slack" unit="ns">4.19</metric>
    <metric name="fin_tns_setup" unit="ns">0</metric>
    <metric name="max_slew.worst_pin.slew" unit="ns">0.831</metric>
    <metric name="report.final.setup_viol" unit="">0</metric>
    <metric name="final_count_of_pins_violating_max_slew" unit="">0</metric>
    <metric name="hold_viol_final" unit="">0</metric>
    <metric name="rsz0062_at_grt" unit="">false</metric>
    <metric name="clock_skew" unit="ns">0.00759</metric>
    <metric name="post-route-period-util" unit="">0.698</metric>
    <metric name="max_clock_freq" unit="GHz">0.239</metric>
    <metric name="max-slew-margin-rel" unit="">0.445</metric>
  </group>
  <group name="placed_design">
    <metric name="dpl-instance-area" unit="um2">7140</metric>
    <metric name="numPortBuffers" unit="">25</metric>
    <metric name="globalplace.congestion" unit="">0.846</metric>
    <metric name="place.detailed.hpwl" unit="um">7910</metric>
    <metric name="place_inst" unit="">935</metric>
  </group>
  <group name="worst_setup_path">
    <metric name="critical_path.startpoint_type" unit="">flip-flop</metric>
    <metric name="cp-end-kind" unit="">output port</metric>
    <metric name="required" unit="ns">4.80</metric>
    <metric name="critPathKind" unit="">reg2out</metric>
    <metric name="data_arrival_time_of_the_critical_path" unit="ns">2.99</metric>
    <metric name="crit_fanout" unit="">6</metric>
  </group>
  <group name="global_routing">
    <metric name="grt_use_total" unit="">0.154</metric>
    <metric name="antenna_found_initial" unit="">0</metric>
    <metric name="largest_net_degree_at_the_start_of_global_routing" unit="">27</metric>
    <metric name="grt_pass1_vias" unit="">4694</metric>
    <metric name="grt_pass1_wl" unit="um">21000</metric>
    <metric name="grt.overflow.total" unit="">0</metric>
  </group>
  <group name="drt">
    <metric name="antennaDiodeCount" unit="">0</metric>
    <metric name="drt.antenna.violating_nets" unit="">0</metric>
    <metric name="routed_via_density" unit="">5.08</metric>
    <metric name="drcViolationCount" unit="">0</metric>
    <metric name="dr.pass1.iters" unit="">7</metric>
    <metric name="detailedRoute.firstIterationViolations" unit="">208</metric>
    <metric name="routed-via-count" unit="">4908</metric>
    <metric name="routedWlPerCell" unit="um">12.2</metric>
    <metric name="postRouteWirelength" unit="um">11800</metric>
  </group>
  <group name="clock_tree">
    <metric name="cts_inserted_buffers" unit="">17</metric>
    <metric name="cts_tree" unit="">yes</metric>
    <metric name="cts.sinks" unit="">134</metric>
    <metric name="number_of_buffers_between_clock_root_and_the_deepest_sink" unit="">2</metric>
    <metric name="clock_insertion_delay_worst_skew" unit="ns">0.41</metric>
    <metric name="cts.hold.buffers_added" unit="">0</metric>
    <metric name="post_cts_buffers" unit="">0</metric>
    <metric name="cts-htree-levels" unit="">4</metric>
    <metric name="cts.repair.resized" unit="">0</metric>
    <metric name="clkSlewWorstSetupHoldPaths" unit="ns">0.06</metric>
    <metric name="cts-root-buf" unit="">sky130_fd_sc_hd__clkbuf_16</metric>
  </group>
  <group name="cells_and_area">
    <metric name="area_growth_syn_to_layout" unit="%">16.2</metric>
    <metric name="final.fill_count" unit="">1403</metric>
    <metric name="final_cells" unit="">967</metric>
    <metric name="layout.cell_area.non_filler" unit="um2">7730</metric>
    <metric name="layout_cell_share_with_drive_strength_beyond_1" unit="">0.0692</metric>
    <metric name="final_core_util" unit="">0.482</metric>
  </group>
  <group name="run">
    <metric name="warnings" unit="">36</metric>
    <metric name="max_cap_violations" unit="">0</metric>
  </group>
  <group name="hold_path">
    <metric name="hold_path.class" unit="">reg2reg</metric>
  </group>
  <group name="power">
    <metric name="leakagePower" unit="uW">0.00283</metric>
    <metric name="power.ir.vdd_worst" unit="mV">0.197</metric>
    <metric name="post-layout-total-power" unit="uW">2190</metric>
    <metric name="areal_power_density_over_the_cells" unit="nW/um2">284</metric>
  </group>
</metrics>
## power by group
group	switching [uW]	internal, uW	leakage [uW]	total [uW]
Sequential	49.0	1010	0.00118	1050
Combinational	66.5	59.0	0.00135	126
Clock	364	649	0.000291	1010
Total	480	1710	0.00283	2190
## stage by stage
stage | setup slack [ns] | hold slack (ns)
2_1_floorplan | 3.00 | 0.418
3_3_place_gp | 2.35 | 0.426
3_5_place_dp | 2.25 | 0.436
4_1_cts | 1.80 | 0.447
5_1_grt | 1.53 | 0.461
6_report | 1.81 | 0.445
## worst max-delay path, stage by stage, from the launching register on
cell and delay (ns):
sky130_fd_sc_hd__edfxtp_1 0.42, sky130_fd_sc_hd__ha_1 0.27, sky130_fd_sc_hd__a222oi_1 0.36, sky130_fd_sc_hd__mux2_2 0.28, sky130_fd_sc_hd__inv_1 0.07, sky130_fd_sc_hd__ha_1 0.27
sky130_fd_sc_hd__nand2b_1 0.14, sky130_fd_sc_hd__o21ai_0 0.12, sky130_fd_sc_hd__a21oi_1 0.17, sky130_fd_sc_hd__clkdlybuf4s50_1 0.47
## layout by cell type (no fill, tap or decap), drive strengths merged, types with 7 or more instances in the layout
cell / n
a21oi: 17
nand4: 31
nor3: 24
and2: 9
or4: 8
clkbuf: 25
and3: 13
o21ai: 19
edfxtp: 44
xnor2: 44
ha: 22
inv: 43
dfxtp: 90
or3: 11
nand2: 51
nor4: 15
mux2i: 11
and4: 7
xor2: 44
conb: 7
nand3: 37
nor2: 88
clkdlybuf4s50: 25
## routing by layer
layer	vias up	track usage	share of wire
met1	2295	0.238	0.51
met4	0	0.0149	0.0093
met5	-	0	0
met3	6	0.0332	0.032
li1	2554	-	-
met2	53	0.239	0.44
## path summary, 6_finish.rpt
| path | end | depth (start not counted) | from | slack [ns] |
|---|---|---|---|---|
| max | seg_data[3] | 9 | scan_idx[0] | 1.81 |
| min | one_sec_timer[0] | 1 | one_sec_timer[0] | 0.44 |
| max reg2reg | debounce_timer[6] | 4 | debounce_timer[14] | 3.36 |
| min reg2reg | one_sec_timer[0] | 1 | one_sec_timer[0] | 0.44 |
## cell type report
class | count | area (um2) | share of cell area
clock buffers | 25 | 528 | 0.0683
clock inverters | 7 | 62.6 | 0.00809
inverters | 42 | 158 | 0.0204
multi-input cells | 513 | 3300 | 0.427
flip-flops and latches | 134 | 3120 | 0.404
well taps | 216 | 270 | 0.0350
repair buffers | 30 | 288 | 0.0372
## cell families (layout without fill, tap and decap cells)
logic type	after synthesis	after routing	share of synthesized area
and+or+nand+nor	320	320	0.253
other	2	7	0.00113
buffers and inverters	60	104	0.0380
muxes	16	16	0.0250
adders and majority gates	22	22	0.0414
DFF	134	134	0.469
AOI/OAI and AO/OA	60	60	0.0562
xor gates and xnor gates	88	88	0.116
## sequential cells by signal, summed over array words and instances (netlist names)
register / cells
one_sec_timer: 26
digit0: 4
scan_timer: 18
beep: 1
beep_timer: 25
digit1: 4
leds: 4
beep_state: 1
request_beep: 1
scan_idx: 2
digit2: 4
debounce_timer: 20
tone_counter: 16
last_keys: 4
digit3: 4
No activity file was given, so power comes from the tool's default toggle rates.
